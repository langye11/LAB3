--- flow/design.v ---
module inCLA #(parameter w=4)(
  input         [w-1:0] a,
  input         [w-1:0] b,
  output logic  [w:0] s);
logic [w : 0] C;
always_comb begin
C[0] = 0;
	for(int i=1;i<w+1;i++) begin
		C[i] = a[i-1] & b[i-1] | ((a[i-1] ^ b[i-1]) & C[i-1]);
	end
end
always_comb begin
	for(int i=0;i<w;i++)begin
		s[i] = a[i] ^ b[i] ^ C[i];
	end
	s[w] = C[w];
end
endmodule
module csa_with_cla #(parameter w=4)(
  input                       clk, 
                              reset,
  input        [w-1:0] a, 		 
  output logic [w+1:0] s);		 
  logic        signed [w-1:0] ar, br, cr, dr;
  logic         [w:0] sum1;	
  logic         [w:0] tsum1;   
 logic         [w:0] sum2;
  logic         [w:0] tsum2;	   
 logic         [w+1:0] sum3;	   
 logic         [w+1:0] tsum3;
 inCLA #(.w(w)) first(
	.a(ar),
	.b(br),
	.s(sum1)
);
 inCLA #(.w(w)) second(
	.a(cr),
	.b(dr),
	.s(sum2)
);
always_ff @(posedge clk)			
    if(reset) begin					
	  tsum1 <=0;
	  tsum2<=0;
    end
    else begin					   
	 tsum1 <=sum1;
	tsum2<=sum2;
	end
 inCLA #(.w(w+1)) third(
	.a(tsum1),
	.b(tsum2),
	.s(sum3)
);
always_ff @(posedge clk)			
    if(reset) begin					
	  s  <= 'b0;
    end
    else begin					    
	  s  <= sum3; 
	end
  always_ff @(posedge clk)			 
    if(reset) begin					 
	  ar <= 'b0;
	  br <= 'b0;
	  cr <= 'b0;
	  dr <= 'b0;
    end
    else begin					     
	  ar <= a;
	  br <= ar;
	  cr <= br;
	  dr <= cr;
	end
endmodule
--- flow/run.sh ---
#!/bin/bash
# OpenROAD 26Q1-2900-gdf79404cd8, Yosys 0.63+post, stock flow scripts
make -C /OpenROAD-flow-scripts/flow DESIGN_CONFIG=/design/flow/config.mk WORK_HOME=/design/flow/orfs finish
--- flow/config.mk ---
export PLATFORM = sky130hd
export DESIGN_NAME = csa_with_cla
export DESIGN_NICKNAME = csa_with_cla
export VERILOG_FILES = /design/flow/design.v
export SDC_FILE = /design/flow/constraint.sdc
export NUM_CORES = 4
export LEC_CHECK = 1
export CORE_AREA = 10 10 102 102
export DIE_AREA = 0 0 112 112
--- flow/constraint.sdc ---
current_design csa_with_cla

set clk_period 3.9
set clk_io_pct 0.2

create_clock -name clk0 -period $clk_period [get_ports {clk}]

set non_clock_inputs [all_inputs -no_clocks]
set_input_delay [expr $clk_period * $clk_io_pct] -clock clk0 $non_clock_inputs
set_output_delay [expr $clk_period * $clk_io_pct] -clock clk0 [all_outputs]
==> impl_metrics.ini <==
; physical design summary
[floorplan]
die_h_um = 112
fp.dieW_um = 112
ios = 12
die_area_um2 = 12540
core-area_um2 = 8217
rows = 33
initCoreUtil_pct = 13.63

[final_timing]
totalNegativeSetupSlack_ps = 0
fin_crit_sh_pct = 63.26
fin_skew_ps = 2.655
slew_headroom_pct = 79.09
whs_ps = 462.9
grt_setup_unrepaired = false
hold_viol = 0
worst_pin_slew_ps = 313.6
setup_violations = 0
fin_ws_ps = 1433
fmax_mhz = 405.3
period_needed_ps = 2467
timing.final.max_slew_violations = 0

[yosys]
ys_area_um2 = 1120
ys_types = 7
syn_inst = 89
yosysWarnings = 3
ys_seq_elements = 32
syn_avg_cell_area_um2 = 12.58
ys_cells = 89
ys_seq_share_pct = 57.21
netlist_area_um2 = 1120

[critical_path]
cp_max_fo = 1
cp-startpoint = tsum2[0]$_SDFF_PP0_
worstPathArrival_ps = 2680
critPathRequiredTime_ps = 4110
crit_path_start_kind = flop
worst_r2r_startpoint = tsum2[0]$_SDFF_PP0_
r2r_end = s[4]$_SDFF_PP0_
endpoint = s[4]$_SDFF_PP0_
reg2reg_depth = 7
worst-r2r-setup-slack_ps = 1430
critPathKind = flop to flop
cp-end-kind = flop

[pwr]
cellPowerDensity_nw_per_um2 = 424.3
peakVddDrop_mv = 0.1274
p_leak_uw = 0.0005419

[clocking]
root_buffer = clkbuf_8
ctsResizeCount = 0
path_clk_slew_ps = 60
cts_sinks = 32
cts_max_level = 2
cts_tree = done
holdBufCountCts = 0
cts_buffers = 5
ctsLongestPathBuffers = 2
postCtsSetupRepairBufs = 0
clk-insertion-delay-late_ps = 270

[placement]
dpl.hpwl_um = 1010
port_buffers = 11
place_area_um2 = 1346
dp_worst_setup_slack_ps = 1432
gp_congestion = 0.7181

[drt]
antennaDiodeCount = 0
num_vias = 536
wirelength_um = 1436
dr.pass1.iters = 2
routed_via_density = 2.552
drc = 0
final_antenna_net_count = 0
drt_iter0_markers = 17
wire_per_inst_um = 6.838

[flow_run]
warnings = 25
cap_violations = 0

[layout]
fillers = 891
drive_above_1_share_pct = 6.667
fin_area_um2 = 1424
area_growth_syn_to_layout_pct = 27.15
comb_area_um2 = 422.9
register_area_um2 = 640.6

[grt]
antenna_found_initial = 0
grt-ovfl-total = 0
grt_pass1_wl_um = 2442
grt_max_degree = 33
grt_use_total_pct = 2.415
grt_pass1_vias = 544

[worst_hold_path]
min_path_type = flop to flop

[run_status]
status = finished clean
-- final cells by class --
cell class	instances	share of cell area (%)
sequential	32	44.99
multi-input combinational	45	29.70
tap	105	9.227
timing repair buffer	12	8.260
clock buffer	6	5.097
inverter	9	2.373
clock inverter	1	0.3515
-- synthesized netlist by cell type --
cell      n  area [um^2]
buf_4     3        22.52
dfxtp_1  32        640.6
fa_1     10        200.2
ha_1      3        37.54
inv_1     9        33.78
nor2_1    6        22.52
nor2b_1  26        162.7
-- layout by cell type, fill, tap and decap left out, drive strengths merged --
cell	netlist	routed
dfxtp	32	32
buf	3	1
clkinv	0	1
nor2	6	6
clkdlybuf4s50	0	11
nor2b	26	26
clkbuf	0	6
fa	10	10
inv	9	9
ha	3	3
-- critical path, stage by stage (launching register included) --
cell,delay [ps]
dfxtp_1,300
ha_1,200
fa_1,450
fa_1,460
fa_1,430
inv_1,90
fa_1,380
nor2_1,100
-- power breakdown --
part,total (uW),internal (uW),switching [uW]
sequential,346,340,5.77
combinational,30.8,19.2,11.6
clock,228,121,107
total,604,480,124
-- kinds of logic (layout without fill, tap and decap cells) --
logic type	after synthesis	in the layout	synth area share, %
flip-flops	32	32	57.21
adder cells (fa/ha/maj)	13	13	21.23
buffers and inverters	12	28	5.028
AND/OR/NAND/NOR	32	32	16.54
-- layer usage --
metal	vias up	track usage (%)	part of all wire (%)
met4	0	0.5922	1.3
met2	17	2.836	36
met5	-	0	0
li1	290	-	-
met3	2	1.954	8.2
met1	227	3.257	55
-- sequential cells by signal, indices dropped and copies added, names as in the netlist --
| register | count |
|---|---|
| s | 6 |
| br | 4 |
| dr | 4 |
| tsum2 | 5 |
| cr | 4 |
| tsum1 | 5 |
| ar | 4 |
-- stage by stage --
stage	std cells	utilization, %	power [uW]
floorplan	89	-	369.7
global placement	203	16.38	384.2
detailed placement	203	16.38	384.7
CTS	210	17.33	616.7
global route	210	17.33	639.8
finish	210	17.33	604.2
-- worst min-delay path by stage --
| stage | endpoint | from | cells after the start | slack, ps |
|---|---|---|---|---|
| 6_report | br[3]$_SDFF_PP0_ | ar[3]$_SDFF_PP0_ | 1 | 460 |
| 4_1_cts | br[3]$_SDFF_PP0_ | ar[3]$_SDFF_PP0_ | 1 | 470 |
| 5_1_grt | cr[0]$_SDFF_PP0_ | br[0]$_SDFF_PP0_ | 1 | 470 |
Power figures rest on the tool's default switching activity, not on a simulated workload.
